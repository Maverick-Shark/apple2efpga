File: ./run.sh
#!/bin/bash
# OpenROAD 26Q1-2900-gdf79404cd8, Yosys 0.63+post, stock flow scripts
make -C /OpenROAD-flow-scripts/flow DESIGN_CONFIG=/design/flow/config.mk WORK_HOME=/design/flow/orfs finish
File: ./config.mk
export PLATFORM = sky130hd
export DESIGN_NAME = gen_uart_mos_6551
export DESIGN_NICKNAME = gen_uart_mos_6551
export VERILOG_FILES = /design/flow/design.v
export SDC_FILE = /design/flow/constraint.sdc
export NUM_CORES = 4
export LEC_CHECK = 1
export CORE_UTILIZATION = 40
File: ./constraint.sdc
current_design gen_uart_mos_6551

set clk_period 4.7
set clk_io_pct 0.2

create_clock -name clk0 -period $clk_period [get_ports {clk}]

set non_clock_inputs [all_inputs -no_clocks]
set_input_delay [expr $clk_period * $clk_io_pct] -clock clk0 $non_clock_inputs
set_output_delay [expr $clk_period * $clk_io_pct] -clock clk0 [all_outputs]
File: ./design.v
module gen_uart_mos_6551(
	input        reset,
	input        clk,
	input        clk_en,
	input  [7:0] din,
	output reg [7:0] dout,
	input        rnw,
	input        cs,
	input  [1:0] rs,
	output       irq_n,
	input        cts_n,
	input        dcd_n,
	input        dsr_n,
	output       dtr_n,
	output       rts_n,
	input        rx,
	output       tx
);
reg        sreset;
reg  [3:0] clk_div;
reg        rec_clk;
reg        irq_reset;
reg        tx_start;
reg  [2:0] parity;
reg        echo;
reg  [1:0] tx_ctrl;
reg        dtr;
reg        stop;
reg  [1:0] wordlen;
reg  [7:0] tdr;
reg        tdr_full;
wire       tx_busy;
reg        tx_irq;
reg        rx_reset;
wire [7:0] rx_data;
wire       rx_full;
wire       rx_ovr;
wire       rx_fe;
wire       rx_pe;
reg        rx_nie;
reg        rx_irq;
reg        rx_full_d;
reg        ext_irq;
reg        dcdb_latch;
reg        dsrb_latch;
wire [7:0] cmd = {parity, echo, tx_ctrl, rx_nie, dtr};
wire [7:0] ctrl = {stop, wordlen, rec_clk, clk_div};
wire [7:0] status = {~irq_n, dsrb_latch, dcdb_latch, ~tdr_full, rx_full, rx_ovr, rx_fe, rx_pe};
assign     dtr_n = ~dtr;
assign     rts_n = tx_ctrl == 0;
always @(posedge clk) begin
	if (reset | sreset) begin
		tx_irq <= 0;
		rx_irq <= 0;
		ext_irq <= 0;
		irq_reset <= 0;
		rx_full_d <= 0;
		tx_start <= 0;
		dtr <= 0;
		rx_nie <= 0;  
		tx_ctrl <= 0;
		echo <= 0;
		tdr_full <= 0;
		if (!cs) sreset <= 0;
		rx_reset <= 0;
		if (reset) begin
			parity <= 0;
			rec_clk <= 0;
			clk_div <= 0;
			stop <= 0;
			wordlen <= 0;
		end
	end else begin
		tx_start <= 0;
		rx_reset <= 0;
		irq_reset <= 0;
		if (cs & !rnw) begin
			case (rs)
				0: begin tdr <= din; tdr_full <= 1; end
				1: sreset <= 1;
				2: {parity, echo, tx_ctrl, rx_nie, dtr} <= din;
				3: {stop, wordlen, rec_clk, clk_div} <= din;
				default: ;
			endcase
		end
		if (cs & rnw) begin
			if (rs == 0) rx_reset <= 1;  
			if (rs == 1) irq_reset <= 1;  
		end
		if (!cs) begin
			if (irq_reset) begin
				rx_irq <= 0;
				tx_irq <= 0;
				ext_irq <= 0;
			end
			if (tdr_full & dtr & !tx_busy & !cts_n & !rts_n) begin
				tx_start <= 1;
				tdr_full <= 0;
				tx_irq <= 1;
			end
			rx_full_d <= rx_full;
			if (rx_full & ~rx_full_d)
				rx_irq <= 1;
			if (!ext_irq) begin
				dcdb_latch <= dcd_n;
				dsrb_latch <= dsr_n;
				if (dcdb_latch ^ dcd_n || dsrb_latch ^ dsr_n)
					ext_irq <= 1;
			end
		end
	end
end
assign irq_n = ~(ext_irq | (tx_irq && tx_ctrl == 1) | (rx_irq & !rx_nie));
always @(*) begin
	dout = 8'hff;
	if (cs & rnw) begin
		case (rs)
			0: dout = rx_data;
			1: dout = status;
			2: dout = cmd;
			3: dout = ctrl;
			default: ;
		endcase
	end
end
wire div_en;
gen_uart_mos_6551_baud_gen baud_gen(reset, clk, clk_en, clk_div, div_en);
wire rx_echo, tx_out;
assign tx = echo ? rx_echo : tx_out;
gen_uart_rx gen_uart_rx(
	.reset(reset | sreset),
	.reset_flags(rx_reset),
	.clk(clk),
	.clk_en(rec_clk ? div_en : clk_en),
	.clk_mult(2'd1),
	.wordlen(wordlen),
	.parity_en(parity[0]),
	.parity_ctrl(parity[2:1]),
	.rx_data(rx_data),
	.rx(rx),
	.rx_echo(rx_echo),
	.fe(rx_fe),
	.pe(rx_pe),
	.ovr(rx_ovr),
	.full(rx_full)
);
gen_uart_tx gen_uart_tx(
	.reset(reset | sreset),
	.clk(clk),
	.clk_en(div_en),
	.clk_mult(2'd1),
	.wordlen(wordlen),
	.parity_en(parity[0]),
	.parity_ctrl(parity[2:1]),
	.tx_data(tdr),
	.start(tx_start),
	.busy(tx_busy),
	.tx(tx_out)
);
endmodule
module gen_uart_mos_6551_baud_gen(
	input        reset,
	input        clk,
	input        clk_en,
	input  [3:0] clk_div,
	output       div_en
);
reg  [11:0] cnt;
reg  [11:0] cnt_val;
always @(*) begin
	case (clk_div)
	 1: cnt_val = 2303;  
	 2: cnt_val = 1535;  
	 3: cnt_val = 1047;  
	 4: cnt_val = 855;   
	 5: cnt_val = 767;   
	 6: cnt_val = 383;   
	 7: cnt_val = 191;   
	 8: cnt_val = 95;    
	 9: cnt_val = 63;    
	10: cnt_val = 47;    
	11: cnt_val = 31;    
	12: cnt_val = 23;    
	13: cnt_val = 15;    
	14: cnt_val = 11;    
	15: cnt_val = 5;     
	default: cnt_val = 0;
	endcase
end
assign div_en = clk_en && cnt == cnt_val;
always @(posedge clk) begin
	if (reset)
		cnt <= 0;
	else if (clk_en) begin
		cnt <= cnt + 1'd1;
		if (cnt == cnt_val) cnt <= 0;
	end
end
endmodule
module gen_uart_mc_6850(
	input        reset,
	input        clk,
	input        rx_clk_en,
	input        tx_clk_en,
	input  [7:0] din,
	output reg [7:0] dout,
	input        rnw,
	input        cs,
	input        rs,
	output reg   irq_n,
	input        cts_n,
	input        dcd_n,
	output       rts_n,
	input        rx,
	output       tx
);
reg        sreset;
wire [7:0] status = {~irq_n, rx_pe, rx_ovr, rx_fe, cts_n, dcd_n, ~tdr_full, rx_full};
reg        wordlen;
reg        parity_en;
reg        parity_odd;
reg  [1:0] clk_mult;
reg        rx_reset;
wire [7:0] rx_data;
wire       rx_pe;
wire       rx_fe;
wire       rx_ovr;
wire       rx_full;
reg        rx_ie;
reg  [7:0] tdr;
reg        tx_start;
wire       tx_busy;
reg        tdr_full;
reg  [1:0] tx_ctrl;
assign rts_n = tx_ctrl == 2;
always @(posedge clk) begin
	if (reset | sreset) begin
		tx_start <= 0;
		tdr_full <= 0;
		rx_reset <= 0;
		if (!cs) sreset <= 0;
		if (reset) begin
			rx_ie <= 0;
			tx_ctrl <= 0;
			parity_en <= 0;
			parity_odd <= 0;
			clk_mult <= 0;
			wordlen <= 0;
		end
	end else begin
		tx_start <= 0;
		rx_reset <= 0;
		if (cs & !rnw) begin
			if (!rs)
				if (din[1:0] == 2'b11) sreset <= 1;
				else begin
					clk_mult <= din[1:0];
					parity_odd <= din[2];
					parity_en <= din[4:3] != 2'b10;
					wordlen <= ~din[4];
					tx_ctrl <= din[6:5];
					rx_ie <= din[7];
				end
			else begin
				tdr <= din;
				tdr_full <= 1;
			end
		end
		if (cs & rnw & rs)
			rx_reset <= 1;  
		if (!cs & tdr_full & !tx_busy & !cts_n & !rts_n) begin
			tx_start <= 1;
			tdr_full <= 0;
		end
	end
end
always @(*) begin
	dout = 8'hff;
	if (cs & rnw)
		dout = rs ? rx_data : status;
end
always @(posedge clk) begin : irq_logic
	if (reset | sreset)
		irq_n <= 1;
	else
		irq_n <= ~((tx_ctrl == 1 && !tdr_full) || (rx_ie && (rx_full | rx_ovr)));
end
gen_uart_rx gen_uart_rx(
	.reset(reset | sreset),
	.reset_flags(rx_reset),
	.clk(clk),
	.clk_en(rx_clk_en),
	.clk_mult(clk_mult),
	.wordlen({1'b0, wordlen}),
	.parity_en(parity_en),
	.parity_ctrl({1'b0, ~parity_odd}),
	.rx_data(rx_data),
	.rx(rx),
	.rx_echo(),
	.fe(rx_fe),
	.pe(rx_pe),
	.ovr(rx_ovr),
	.full(rx_full)
);
gen_uart_tx gen_uart_tx(
	.reset(reset | sreset),
	.clk(clk),
	.clk_en(tx_clk_en),
	.clk_mult(clk_mult),
	.wordlen({1'b0, wordlen}),
	.parity_en(parity_en),
	.parity_ctrl({1'b0, ~parity_odd}),
	.tx_data(tdr),
	.start(tx_start),
	.busy(tx_busy),
	.tx(tx)
);
endmodule
module gen_uart_ay_31015(
	input        reset,
	input        clk,
	input        rx_clk_en,
	input        tx_clk_en,
	input  [7:0] din,
	output [7:0] dout,
	input        ds_n,
	output       eoc,
	output       pe,
	output       fe,
	output       ovr,
	output reg   tbmt,
	output       dav,
	input        rdav_n,
	input        cs,
	input        np,   
	input        tsb,  
	input  [1:0] nb,   
	input        eps,  
	input        rx,
	output       tx
);
reg   [1:0] wordlen;
reg         parity_en;
reg         parity_even;
reg   [7:0] tdr;
reg         tx_start;
wire        tx_busy;
assign      eoc = ~tx_busy;
always @(posedge clk) begin
	if (reset) begin
		tbmt <= 1;
		tx_start <= 0;
		parity_en <= 0;
		parity_even <= 0;
		wordlen <= 0;
	end else begin
		if (cs) {parity_en, parity_even, wordlen} <= {~np, eps, ~nb};
		tx_start <= 0;
		if (!ds_n) begin
			tdr <= din;
			tbmt <= 0;
		end
		if (ds_n & !tbmt & !tx_busy) begin
			tx_start <= 1;
			tbmt <= 1;
		end
	end
end
gen_uart_rx #(.ALT_OVR(1'b1)) gen_uart_rx(
	.reset(reset),
	.reset_flags(!rdav_n),
	.clk(clk),
	.clk_en(rx_clk_en),
	.clk_mult(2'd1),
	.wordlen(wordlen),
	.parity_en(parity_en),
	.parity_ctrl({1'b0, parity_even}),
	.rx_data(dout),
	.rx(rx),
	.rx_echo(),
	.fe(fe),
	.pe(pe),
	.ovr(ovr),
	.full(dav)
);
gen_uart_tx gen_uart_tx(
	.reset(reset),
	.clk(clk),
	.clk_en(tx_clk_en),
	.clk_mult(2'd1),
	.wordlen(wordlen),
	.parity_en(parity_en),
	.parity_ctrl({1'b0, parity_even}),
	.tx_data(tdr),
	.start(tx_start),
	.busy(tx_busy),
	.tx(tx)
);
endmodule
module gen_uart_tr_1602(
	input        reset,
	input        clk,
	input        rx_clk_en,  
	input        tx_clk_en,  
	input  [7:0] din,
	output [7:0] dout,
	input        thrl,   
	output       pe,     
	output       fe,     
	output       oe,     
	output reg   thre,   
	output       tre,    
	output       dr,     
	input        drr_n,  
	input        crl,  
	input        pi,   
	input        sbs,  
	input  [1:0] wls,  
	input        epe,  
	input        rx,
	output       tx
);
reg   [1:0] wordlen;
reg         parity_en;
reg         parity_even;
reg   [7:0] tdr;
reg         tx_start;
wire        tx_busy;
assign      tre = ~tx_busy;
always @(posedge clk) begin
	if (reset) begin
		thre <= 1;
		tx_start <= 0;
		parity_en <= 0;
		parity_even <= 0;
		wordlen <= 0;
	end else begin
		if (crl) {parity_en, parity_even, wordlen} <= {~pi, epe, ~wls};
		tx_start <= 0;
		if (thrl) begin
			tdr <= din;
			thre <= 0;
		end
		if (!thrl & !thre & !tx_busy) begin
			tx_start <= 1;
			thre <= 1;
		end
	end
end
gen_uart_rx #(.ALT_OVR(1'b1)) gen_uart_rx(
	.reset(reset),
	.reset_flags(!drr_n),
	.clk(clk),
	.clk_en(rx_clk_en),
	.clk_mult(2'd1),
	.wordlen(wordlen),
	.parity_en(parity_en),
	.parity_ctrl({1'b0, parity_even}),
	.rx_data(dout),
	.rx(rx),
	.rx_echo(),
	.fe(fe),
	.pe(pe),
	.ovr(oe),
	.full(dr)
);
gen_uart_tx gen_uart_tx(
	.reset(reset),
	.clk(clk),
	.clk_en(tx_clk_en),
	.clk_mult(2'd1),
	.wordlen(wordlen),
	.parity_en(parity_en),
	.parity_ctrl({1'b0, parity_even}),
	.tx_data(tdr),
	.start(tx_start),
	.busy(tx_busy),
	.tx(tx)
);
endmodule
module gen_uart_rx(
	input        reset,
	input        reset_flags,
	input        clk,
	input        clk_en,
	input  [1:0] clk_mult,  
	input  [1:0] wordlen,  
	input        parity_en,
	input  [1:0] parity_ctrl,  
	output reg [7:0] rx_data,
	input        rx,
	output reg   rx_echo,
	output reg   pe,
	output reg   fe,
	output reg   ovr,
	output reg   full
);
parameter ALT_OVR = 1'b0;
reg  [5:0] cnt;
reg  [5:0] start_pos;
reg  [7:0] shift_reg;
reg  [3:0] bit_cnt;
reg        bit_en;
reg        parity;
reg        parity_err;
reg  [7:0] rx_next;
reg  [3:0] rx_filter;
reg        rx_filtered;
wire       rx_in = |clk_mult ? rx_filtered : rx;
always @(posedge clk) begin
	if (reset) begin
		cnt <= 0;
		bit_en <= 0;
		rx_filter <= 4'b1111;
		rx_filtered <= 1;
	end else begin
		bit_en <= 0;
		if (clk_en) begin
			rx_filter <= { rx, rx_filter[3:1] };
			if ({ rx, rx_filter[3:1] }  == 4'b0000) rx_filtered = 0;
			if ({ rx, rx_filter[3:1] }  == 4'b1111) rx_filtered = 1;
			cnt <= cnt + 1'd1;
			case (clk_mult)
				1: bit_en <= cnt[3:0] == (start_pos[3:0] + 4'd7);
				2: bit_en <= cnt == (start_pos + 6'd31);
				default: bit_en <= 1;
			endcase
		end
	end
end
always @(*)
	case (wordlen)
		1: rx_next = { 1'd0, shift_reg[7:1] };
		2: rx_next = { 2'd0, shift_reg[7:2] };
		3: rx_next = { 3'd0, shift_reg[7:3] };
		default: rx_next = shift_reg[7:0];
	endcase
always @(*)
	case (parity_ctrl)
		0: parity_err = ~(^rx_next ^ parity);  
		1: parity_err = ^rx_next ^ parity;  
		default: parity_err = 0;
	endcase
always @(posedge clk) begin
	if (reset) begin
		pe <= 0;
		fe <= 0;
		ovr <= 0;
		full <= 0;
		bit_cnt <= 0;
	end else begin
		if (reset_flags) begin
			fe <= 0;
			ovr <= 0;
			pe <= 0;
			full <= 0;
		end
		if (bit_en) rx_echo <= rx_in;
		if (bit_cnt == 0 && !rx_in) begin
			bit_cnt <= 4'd10 - wordlen + parity_en;
			start_pos <= cnt;  
		end
		if (bit_en && bit_cnt != 0) begin
			bit_cnt <= bit_cnt - 1'd1;
			shift_reg <= { rx_in, shift_reg[7:1] };
			if (bit_cnt == 2) begin
				parity <= rx_in;
				if (parity_en) shift_reg <= shift_reg;  
			end
			if (bit_cnt == 1) begin
				full <= 1;
				if (!rx_in)  
					fe <= 1;
				if (ALT_OVR) begin
					if (full) ovr <= 1;
					rx_data <= rx_next;
					pe <= parity_err & parity_en;
				end else begin
					if (full)
						ovr <= 1;
					else begin
						rx_data <= rx_next;
						pe <= parity_err & parity_en;
					end
				end
			end
		end
	end
end
endmodule
module gen_uart_tx(
	input        reset,
	input        clk,
	input        clk_en,
	input  [1:0] clk_mult,  
	input  [1:0] wordlen,  
	input        parity_en,
	input  [1:0] parity_ctrl,  
	input  [7:0] tx_data,
	input        start,
	output       busy,
	output       tx
);
reg  [5:0] cnt;
reg [11:0] shift_reg;
reg  [3:0] bit_cnt;
reg        bit_en;
reg        parity;
always @(*) begin
	if (!parity_en)
		parity = 1;
	else case (parity_ctrl)
		0: parity = ~^tx_data;  
		1: parity = ^tx_data;  
		2: parity = 1;  
		default: parity = 0;  
	endcase
end
always @(posedge clk) begin
	if (reset) begin
		cnt <= 0;
		bit_en <= 0;
	end else begin
		bit_en <= 0;
		if (clk_en) begin
			cnt <= cnt + 1'd1;
			case (clk_mult)
				0: bit_en <= 1;
				1: bit_en <= cnt[3:0] == 0;
				default: bit_en <= cnt == 0;
			endcase
		end
	end
end
assign busy = bit_cnt != 0;
assign tx = shift_reg[0];
always @(posedge clk) begin
	reg start_d;
	if (reset) begin
		bit_cnt <= 0;
		start_d <= 0;
		shift_reg[0] <= 1;
	end else begin
		start_d <= start;
		if (start & ~start_d) begin
			bit_cnt <= 4'd11 - wordlen + parity_en;
			shift_reg <= { 1'b1, parity, tx_data, 1'b0, 1'b1 };
			case (wordlen)
				1: shift_reg[10:9] <= {1'b1, parity};
				2: shift_reg[10:8] <= {2'b11, parity};
				3: shift_reg[10:7] <= {3'b111, parity};
				default: ;
			endcase
		end
		if (bit_en && bit_cnt != 0) begin
			bit_cnt <= bit_cnt - 1'd1;
			shift_reg <= { 1'b1, shift_reg[10:1] };
		end
	end
end
endmodule
==> run summary <==
Layout cells sized above 1 - 11.3%
Worst min path class - flip-flop to flip-flop
Seq/Total Area, Yosys - 51.9%
Site row count - 42
Dominant cell type by area after synthesis - edfxtp_1
VDD IR max - 295 uV
Crit path largest cell delay - 0.90 ns
Post-DP HPWL - 8220 um
Via count - 3840
Antenna violations before repair - 0
Setup TNS - 0 ns
Most instantiated cells after synthesis - dfxtp_1 (65), nor2_1 (59), edfxtp_1 (54)
Nature of the critical path startpoint - input pin
Ant. Diodes - 0
DR DRC count - 0
WL/cell - 15.7 um
CTS root buffer - clkbuf_16
Clk buf depth - 2
DRT antenna net count - 0
Pin count of the biggest net entering global routing - 43
Highest achievable clock rate - 0.247 GHz
Vias in the first global route - 3819
First-pass DRT Iterations - 6
R2r setup slk - 2.52 ns
Die Width - 121 um
Cells along the critical path - clkdlybuf4s50_1 > mux4_2 > or2_2 > clkdlybuf4s50_1
EDFF count, synth - 54
Clock sinks - 119
Crit path max fanout - 12
Worst path slowest cell - clkdlybuf4s50_1
Final hold viol count - 0
Leakage - 2.44 nW
Area share, top type - 28.8%
Top cells, area - edfxtp_1 (29%), dfxtp_1 (23%), xnor2_1 (5.1%)
Top cell by count, worst path - clkdlybuf4s50_1
Final WS setup - 0.645 ns
Critical path capture point type - primary output
H-tree levels - 4
Distinct cells, synth - 54
Post-CTS Setup Bufs - 0
Crit path arrival time - 3.11 ns
CTS resizes - 0
Gr usage total - 18.4%
Post-Route WL - 11800 um
Worst Max-Slew Pin Slew - 0.813 ns
Top-count cell post-synth - dfxtp_1
P&R area growth vs syn - 19.4%
Via/cell ratio - 5.12
Chip height - 121 um
Synthesized area - 5630 um2
Setup Crit Path Kind - input pin to primary output
Flops & latches, synth - 119
Dpl ws - 0.603 ns
Asr flop ratio synth - 0%
Core Region - 13500 um2
Dominant Register Cell - dfxtp_1
PortBufs - 30
Iter 0 DRT Violations - 310
Die Size - 14600 um2
# setup viols final - 0
Max cap viols - 0
RSZ-0062 raised after global routing - no
CTS tree - yes
Fin crit period - 4.05 ns
Worst rel slew slack - 45.8%
Grt ovf - 0
IO Pins - 31
First-pass GRT wire length - 19600 um
Clock skew - 0.00667 ns
Log Warnings - 33
# Cells Yosys - 527
Clock transition at path regs - 0.05 ns
Crit path DRT - 3.76 ns
Final Wtd Congestion - 0.823
Mapped Avg Cell Area - 10.7 um2
CP delay by family, top - buffers and inverters
Syn. warnings - 4
Final hold slack - 0.457 ns
Status - completed
CTS buffer count - 17
Hold buffer count at CTS - 0
Final Cycle Share - 86.3%
WP buf/inv - 2
YS chip area - 5630 um2
Clk Latency, worst-skew pair - 0.40 ns
Fp util - 41.7%
Pwr per Cell Area - 390 nW/um2
Final slew viol count - 0
Synth Instances - 527
==> metrics by stage <==
| stage | instance area (um2) | total power [mW] | cells | util [%] |
|---|---|---|---|---|
| floorplan | 5630 | 1.26 | 527 | - |
| global placement | 6100 | 1.32 | 718 | 45.2 |
| detailed placement | 6100 | 1.32 | 718 | 45.2 |
| CTS | 6730 | 2.65 | 750 | 49.8 |
| global route | 6730 | 2.72 | 750 | 49.8 |
| finish | 6730 | 2.62 | 750 | 49.8 |
==> report_power, final <==
part	internal [mW]	switching, mW
sequential	1.11	0.0252
combinational	0.0818	0.0850
clock	0.898	0.429
==> per-layer routing <==
| metal | up-vias | part of all wire (%) | global-route usage (%) |
|---|---|---|---|
| li1 | 1932 | - | - |
| met1 | 1807 | 49 | 29.9 |
| met2 | 95 | 43 | 25.7 |
| met3 | 6 | 7.4 | 6.65 |
| met4 | 0 | 0.83 | 2.01 |
| met5 | - | 0 | 0 |
==> layout make-up <==
class,instances,area (um2)
clock buffer,26,542
clock inverter,6,81.3
fill,1181,6780
inverter,24,92.6
multi-input combinational,362,2510
sequential,119,2920
tap,176,220
timing repair buffer,37,353
==> cell usage in the layout (no fill, tap or decap), drive strengths merged, types with 12 or more instances in the layout <==
| cell | count |
|---|---|
| dfxtp | 65 |
| nor2 | 61 |
| edfxtp | 54 |
| nand2 | 38 |
| xnor2 | 33 |
| clkdlybuf4s50 | 30 |
| clkbuf | 26 |
| a21oi | 25 |
| inv | 25 |
| xor2 | 19 |
| ha | 18 |
| o21ai | 18 |
| mux2i | 16 |
| and2 | 13 |
| nand3 | 12 |
==> logic make-up after synthesis <==
family | count (synthesis) | share of synthesized area, %
mux | 29 | 7.84
flops | 119 | 51.9
buf+inv | 46 | 3.44
simple gates | 192 | 17.1
fa+ha+maj | 18 | 4.00
compound gates | 71 | 7.58
xor+xnor | 52 | 8.09
==> worst paths after layout <==
| path | from | endpoint | cells past startpoint |
|---|---|---|---|
| worst max-delay path | rs[0] | dout[2] | 4 |
| worst min register to register | tx_irq$_SDFFE_PN0P_ | tx_irq$_SDFFE_PN0P_ | 2 |
| worst min-delay path | tx_irq$_SDFFE_PN0P_ | tx_irq$_SDFFE_PN0P_ | 2 |
| worst max register to register | sreset$_DFFE_PP_ | sreset$_DFFE_PP_ | 3 |
==> worst reg2reg max path: cells and delay by family, from the launching register on <==
family | cells | cell delay, ns
compound gates | 1 | 0.32
buf+inv | 1 | 0.56
flops | 1 | 0.34
simple gates | 1 | 0.65
No activity file was given, so power comes from the tool's default toggle rates.
