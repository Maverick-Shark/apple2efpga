==> /design/flow/design.v <==
 module  floppy_sound (
	input clk,
	input [3:0]phs,
	input motor,
	input speaker,
	output reg pwm
);
reg [7:0]counter=0;
wire tc= counter[7:1]==(7'b1111111);
always @(posedge clk) counter<= tc ? 0 : counter+1;
wire [7:0]mix = inte[7:1]+inte[7:2]+{pulse,4'b0000}+{mnoise,2'b00}+22;
reg [7:0]level;  
always @(posedge clk) if (tc) level<=mix;
always @(posedge clk) pwm<=(counter==level)? 0 : (tc ? 1: pwm);
reg [7:0]inte;
always @(posedge clk) inte<= tc ? speaker : inte + speaker;
reg [2:0]decim=0;
wire dtc = (decim[2]&decim[0]);
always @(posedge clk) if (tc) decim <= dtc ? 0 : decim+1;
reg [12:0]lfsr=13'h1fff;
always @(posedge clk) if ((~dtc)&tc) lfsr<={lfsr[11:0],lfsr[12]^lfsr[11]^lfsr[10]^lfsr[7]};
wire mnoise=motor&lfsr[0];
reg [3:0]oph;
always @(posedge clk) oph<=phs;
wire [3:0]rising = phs&(~oph);
wire clic=(rising!=0);
reg [3:0]cpulse=0;
wire pulse=(cpulse!=0);
always @(posedge clk) cpulse<= clic ? 4'hf : ((pulse&tc&dtc)? cpulse-1 : cpulse);
endmodule
==> /design/flow/run.sh <==
#!/bin/bash
# OpenROAD 26Q1-2900-gdf79404cd8, Yosys 0.63+post, stock flow scripts
make -C /OpenROAD-flow-scripts/flow DESIGN_CONFIG=/design/flow/config.mk WORK_HOME=/design/flow/orfs finish
==> /design/flow/config.mk <==
export PLATFORM = sky130hd
export DESIGN_NAME = floppy_sound
export DESIGN_NICKNAME = floppy_sound
export VERILOG_FILES = /design/flow/design.v
export SDC_FILE = /design/flow/constraint.sdc
export NUM_CORES = 4
export LEC_CHECK = 1
export CORE_UTILIZATION = 50
==> /design/flow/constraint.sdc <==
current_design floppy_sound

set clk_period 2.6
set clk_io_pct 0.2

create_clock -name clk0 -period $clk_period [get_ports {clk}]

set non_clock_inputs [all_inputs -no_clocks]
set_input_delay [expr $clk_period * $clk_io_pct] -clock clk0 $non_clock_inputs
set_output_delay [expr $clk_period * $clk_io_pct] -clock clk0 [all_outputs]
==> impl_metrics.yaml <==
# flow metrics
outcome:
  status: "finished, final reports clean"
critical_path:
  cp-start-kind: "flop"
  required_ps: 2650
  critPathKind: "reg2reg"
  reg2reg_slack_ps: 140
  r2r_cells: 10
  cp_slowest_cell: "fa_1"
  path_max_fanout: 2
  worst_ep_arrival_time_ps: 2510
  r2r_start: "inte[3]$_SDFF_PP0_"
  crit_chain: "inv_1 > buf_4 > ha_1 > fa_1 > inv_1 > ha_1 > fa_2 > a21o_1 > a21oi_2 > xnor2_1"
  critPathCaptureType: "flop"
  r2r_end: "level[6]$_DFFE_PP_"
  critPathMaxStageDelay_ps: 500
worst_hold_path:
  hold_path_end: "lfsr[9]$_DFFE_PP_"
  hold_path_class: "reg2reg"
  hp-start: "lfsr[8]$_DFFE_PP_"
  worstHoldPathCells: 0
placement:
  portBuffers: 7
  place_congestion: 0.7840
  dp_hpwl_um: 2326
die:
  coreArea_um2: 4354
  fp_util: 0.5230
  chipWidth_um: 69.49
  die_area_um2: 4828
  io_pins: 8
  rows: 24
  chipHeight_um: 69.49
final_timing:
  clock_skew_ps: 3.551
  finalClockPeriodUsage: 0.9452
  max_slew_margin: 0.6072
  tns_ps: 0
  worst_pin_slew_ps: 589.2
  fmax_mhz: 406.9
  rsz0062_at_grt: "false"
  finalSetupViolCount: 0
  fin_crit_ps: 2458
  finalHoldViolations: 0
  slew_violations: 0
logic_synthesis:
  synth_cells: 192
  syn_avg_cell_area_um2: 11.86
  ys_top_cells_by_area: "edfxtp_1 (32%), dfxtp_1 (22%), ha_1 (13%)"
  async_reset_ff_frac: 0
  synth-edff-count: 24
  synth_area_um2: 2277
  ys_area_um2: 2277
  yosysWarnings: 1
  synth.distinct_cells: 33
  ys_cells: 192
  synth_area_leader_cell: "edfxtp_1"
  ys.flop_type: "dfxtp_1"
  ys_ff: 49
  ys_seq_frac: 0.5363
  top_area_frac: 0.3165
route:
  routed_wl_um: 3166
  first_pass_iters: 2
  routedWlPerCell_um: 11.90
  drc: 0
  num_vias: 1325
  drtIter0Drc: 32
  antenna_cells: 0
  vias_per_cell: 4.981
  ant_nets: 0
clock_network:
  h-tree-depth: 2
  clock_sinks: 49
  clk_pin_slew_ps: 90
  ctsHoldBuffers: 0
  clk_latency_ps: 290
  cts.path.max_buffers: 2
  cts_tree: "done"
  cts_root_buffer: "clkbuf_8"
  numCtsBuffers: 5
pwr:
  power_density_nw_per_um2: 1073
  p_int_mw: 1.850
  seqPwrFrac: 0.372
  pwr-share-comb: 0.475
  power_switching_share: 0.3308
  total_power_mw: 2.764
  pwr-share-clk: 0.153
  peakVddDrop_mv: 0.7937
  p_leak_nw: 1.136
  p_switching_mw: 0.9143
global_route:
  grtUsageTotal: 0.1534
  grt_pass1_vias: 1324
  antenna_found_initial: 0
  grt_max_degree: 28
  grt_pass1_wl_um: 5692
  grt_overflow: 0
finish:
  final-comb-area_um2: 979.7
  regArea_um2: 1224
  final_cell_mix: "inv_1 (24), edfxtp_1 (24), dfxtp_1 (23)"
  final_layout_size_suffix_gt1_frac: 0.1262
  area_delta_synth_final_pct: 13.08
  fillCellCount: 341
flow_run:
  cap_violations: 0
  warning_count: 29
cell families (layout without fill, tap and decap cells):
logic type                 count (synthesis)  count (layout)  share of synthesized area
muxes                                      2               2                   0.009340
AOI/OAI and AO/OA                         17              17                    0.04561
buffers and inverters                     25              47                    0.04176
adders and majority gates                 26              26                     0.1528
and+or+nand+nor                           47              47                     0.1143
DFF                                       49              49                     0.5363
xor gates and xnor gates                  26              26                     0.1000
power groups by stage:
stage                 Clock, mW  Combinational, mW  Sequential (mW)
after CTS                 0.439               1.28             1.03
final                     0.423               1.31             1.03
after global routing      0.467               1.53             1.04
worst max-delay path, delay by kind of cell (launching register included):
family | cells | cell delay [ps]
adders and majority gates | 4 | 1250
DFF | 1 | 330
AOI/OAI and AO/OA | 2 | 310
buffers and inverters | 3 | 250
xor gates and xnor gates | 1 | 70
layout make-up:
cell class / count / share of cell area
multi-input combinational: 118 / 0.3805
tap: 52 / 0.02527
inverter: 24 / 0.03499
clock buffer: 5 / 0.02672
timing repair buffer: 15 / 0.05053
sequential: 49 / 0.4752
clock inverter: 3 / 0.006803
state kept, by name, indices dropped and copies added (netlist names):
signal,cells
decim,3
pwm,1
level,8
oph,4
lfsr,13
cpulse,4
inte,8
counter,8
worst max-delay path by stage:
stage / depth (start not counted) / to / slack, ps / start
after global routing: 11 / level[7]$_DFFE_PP_ / 2 / cpulse[1]$_SDFFE_PP1P_
final: 10 / level[6]$_DFFE_PP_ / 140 / inte[3]$_SDFF_PP0_
after CTS: 9 / level[6]$_DFFE_PP_ / 50 / inte[3]$_SDFF_PP0_
routing by layer:
layer | track usage | wire length (um)
met3 | 0.03835 | 123
met4 | 0.01814 | 20
met2 | 0.2341 | 1491
met1 | 0.2494 | 1530
met5 | 0 | 0
synth_stat cells, types with 2 or more instances:
cell type / number
o21ai_1: 2
o211ai_1: 2
nor2_1: 15
edfxtp_1: 24
nor4_1: 2
xor2_1: 12
nand2_1: 9
nor2b_1: 4
dfxtp_1: 25
xnor2_1: 14
inv_1: 24
a21oi_1: 6
nand3_1: 5
and3_2: 2
ha_1: 23
nand2b_1: 2
o21ai_0: 2
and2_1: 2
fa_1: 3
timing repair:
| item | 4_1_cts | 5_1_grt |
|---|---|---|
| setup endpoints to repair | 0 | 2 |
| resized | 0 | 5 |
| buffers inserted | 0 | 0 |
through the flow:
stage / hold slack [ps] / worst slack (ps) / instances / cell area [um2] / util
floorplan: 400.3 / 80.86 / 192 / 2277 / -
global placement: 403.2 / -219.1 / 258 / 2467 / 0.5667
detailed placement: 407.0 / -242.0 / 258 / 2467 / 0.5667
CTS: 427.0 / 49.66 / 266 / 2554 / 0.5865
global route: 437.8 / 2.380 / 266 / 2575 / 0.5914
finish: 424.6 / 142.4 / 266 / 2575 / 0.5914
Power and IR drop assume default switching activity.
